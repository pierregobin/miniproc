## flow/config.mk

```make
export PLATFORM = sky130hd
export DESIGN_NAME = regfile2r1w
export DESIGN_NICKNAME = regfile2r1w
export VERILOG_FILES = /design/flow/design.v
export SDC_FILE = /design/flow/constraint.sdc
export NUM_CORES = 4
export LEC_CHECK = 1
export CORE_UTILIZATION = 50
```

## flow/constraint.sdc

```tcl
current_design regfile2r1w

set clk_period 13.6
set clk_io_pct 0.2

create_clock -name clk0 -period $clk_period [get_ports {clk}]

set non_clock_inputs [all_inputs -no_clocks]
set_input_delay [expr $clk_period * $clk_io_pct] -clock clk0 $non_clock_inputs
set_output_delay [expr $clk_period * $clk_io_pct] -clock clk0 [all_outputs]
```

## flow/design.v

```verilog
module regfile2r1w(
	input clk,
	input reset,
	input [3:0] add1,
	input [3:0] add2,
	output [31:0] dataout1,
	output [31:0] dataout2,
	input  wen,
	input [3:0] addw,
	input [31:0] datain
); 
reg [31:0] regfile [15:0];
always @(posedge clk) 
begin
	if (reset==0) begin
		integer i;
		for(i=0;i<16;i++) regfile[i] <=0;
	end else 
		if (wen == 0) begin
			regfile[addw] <= datain;
		end
	begin
	end
end
assign dataout1 = regfile[add1];
assign dataout2 = regfile[add2];
endmodule
```

## flow/run.sh

```bash
#!/bin/bash
# OpenROAD 26Q1-2900-gdf79404cd8, Yosys 0.63+post, stock flow scripts
make -C /OpenROAD-flow-scripts/flow DESIGN_CONFIG=/design/flow/config.mk WORK_HOME=/design/flow/orfs finish
```

==> results_tabular.tex <==
% Table of physical implementation metrics
\begin{tabular}{lr}
\hline
Metric & Value \\
\hline
\multicolumn{2}{l}{\textbf{Layout}} \\
\quad Area growth syn-to-layout & 14.1\% \\
\quad Fraction of final layout cells sized beyond drive strength 1 & 0.240 \\
\quad Number of flip-flops under the largest register name & about 500 \\
\quad Largest reg by FF count & regfile \\
\quad Largest registers & regfile (512) \\
\quad Total non-filler cell area in the finished layout & 0.0303 sq mm \\
\quad Most instantiated logic cells after routing & 512 x sky130\_fd\_sc\_hd\_\_and2\_1, 512 x sky130\_fd\_sc\_hd\_\_edfxtp\_1, 256 x sky130\_fd\_sc\_hd\_\_mux4\_2, 128 x sky130\_fd\_sc\_hd\_\_a22oi\_1, 106 x sky130\_fd\_sc\_hd\_\_clkdlybuf4s50\_1 \\
\multicolumn{2}{l}{\textbf{Floorplan}} \\
\quad Total die area & 0.0540 sq mm \\
\quad Number of rows created at floorplan & 84 \\
\quad Initial standard-cell utilization of the core & 0.506 \\
\quad Ports & 111 \\
\quad Die x size & 232 um \\
\quad Placeable core region & $\sim$0.052 sq mm \\
\quad Die height & approximately 230 um \\
\multicolumn{2}{l}{\textbf{Clock network}} \\
\quad Num CTS Buffers & $\sim$56 \\
\quad Maximum clock insertion buffer count & 3 \\
\quad Count of instances resized after the clock tree is built & 0 \\
\quad Clock input transition at the sequential cells of the worst setup and hold paths & 0.06 ns \\
\quad CTS tree & yes \\
\quad Sinks on Clock Net & around 510 \\
\quad Post-CTS Hold Fix Bufs & 0 \\
\quad H-tree depth & 2 \\
\quad Clock root cell & sky130\_fd\_sc\_hd\_\_clkbuf\_16 \\
\quad Number of buffers inserted to repair setup after CTS & 0 \\
\multicolumn{2}{l}{\textbf{Synth}} \\
\quad Sequential area share after synthesis & 0.580 \\
\quad Cells taking the most area after synthesis & sky130\_fd\_sc\_hd\_\_edfxtp\_1 58\%, sky130\_fd\_sc\_hd\_\_mux4\_2 22\%, sky130\_fd\_sc\_hd\_\_and2\_1 12\% \\
\quad Number of distinct library cells after synthesis & 21 \\
\quad Yosys Chip Area & about 0.027 sq mm \\
\quad Cell taking the most area after synthesis & sky130\_fd\_sc\_hd\_\_edfxtp\_1 \\
\quad Cell Area, Synth & 0.0265 sq mm \\
\quad Cells after Synth & between 1.5k and 2k \\
\quad Yosys stat cell total & 1688 \\
\quad Number of synthesized register bits & 512 \\
\quad Number of synthesis warnings & 1 \\
\quad Area share of the leading cell type in the synthesized netlist & 0.580 \\
\quad Mean instance size in the synthesized netlist & 15.7 sq um \\
\multicolumn{2}{l}{\textbf{Route}} \\
\quad Drt wl/cell & 31.8 um \\
\quad Remaining design rule violation count & 0 \\
\quad First-iteration detailed-routing DRC count & slightly below 800 \\
\quad Total met3 wirelength after detailed routing & roughly 12000 um \\
\quad Highest metal layer used by the detailed router & met4 \\
\quad Sum of met2 wire segment lengths after detailed routing & 38300 um \\
\quad Vias & 15.6k \\
\quad Average via count per standard cell & 6.30 \\
\quad M1 WL & 25500 um \\
\quad Iteration tally of the first detailed-router pass & 5 \\
\quad Final wirelength & 78600 um \\
\quad Number of antenna-violating nets in the routed design & 0 \\
\multicolumn{2}{l}{\textbf{Placement}} \\
\quad Placer Congestion & roughly 0.82 \\
\quad DPL Wire Length & $\sim$40000 um \\
\quad Cell Area, Placed & 0.0285 sq mm \\
\quad Number of port buffers & between 100 and 150 \\
\multicolumn{2}{l}{\textbf{Run status}} \\
\quad Result of the run & completed \\
\multicolumn{2}{l}{\textbf{Final timing}} \\
\quad Pins Over Slew Limit & 0 \\
\quad Final min period & 8.64 ns \\
\quad Ratio of final minimum period to clock period & 0.635 \\
\quad Worst rel slew slack & 0.246 \\
\quad Final count of negative-setup-slack endpoints & 0 \\
\quad Highest Clock Rate & around 120 MHz \\
\quad RSZ-0062 raised after global routing & false \\
\quad Least-Margin Pin Slew & 1.13 ns \\
\quad Final Hold Vio Count & 0 \\
\quad Setup total negative slack & 0 ns \\
\multicolumn{2}{l}{\textbf{GRT}} \\
\quad Antenna violations before repair & 0 \\
\quad Global-route wire length before repair & roughly 110000 um \\
\quad Pin count of the biggest net entering global routing & 84 \\
\quad Vias in the first global route & 17.0k \\
\quad Congestion Overflow GR & 0 \\
\quad All-Layer GR Usage & 0.338 \\
\multicolumn{2}{l}{\textbf{Setup path}} \\
\quad Crit Path Category & in -> out \\
\quad Worst Path Required & 10.88 ns \\
\quad Peak fanout along the critical path & 46 \\
\quad Critical Path End Type & output port \\
\quad CP startpoint kind & input pin \\
\quad WP data arrival & 5.92 ns \\
\multicolumn{2}{l}{\textbf{Power and ir drop}} \\
\quad Standby leakage power & 10.3 nW \\
\quad Pwr per Cell Area & 126 mW/mm\^{}2 \\
\quad Tot Pwr & 3.81 mW \\
\quad Largest vdd supply drop & 0.000101 V \\
\multicolumn{2}{l}{\textbf{Run}} \\
\quad Tool warnings & 25 \\
\quad Max-cap violations & 0 \\
\multicolumn{2}{l}{\textbf{Worst hold path}} \\
\quad Path class of the lowest-slack min-delay path & in -> reg \\
\hline
\end{tabular}
## per-layer routing
| metal | vias up | GRT usage |
|---|---|---|
| met5 | - | 0.0147 |
| met2 | 1076 | 0.503 |
| li1 | 6648 | - |
| met1 | 7698 | 0.437 |
| met3 | 140 | 0.222 |
| met4 | 0 | 0.0806 |
## final cells by class
| type | instances | area (sq um) |
|---|---|---|
| repair buffers | 163 | 1520 |
| clock inverters | 25 | 274 |
| multi-input cells | 1007 | 10800 |
| clock buffers | 74 | 1490 |
| flip-flops and latches | 512 | 15400 |
| fillers | 3928 | 22200 |
| well taps | 688 | 861 |
| diodes | 2 | 5.00 |
## where the power goes
| part | internal [mW] | switching (mW) | leakage (nW) |
|---|---|---|---|
| registers | 1.83 | 0.0402 | 4.88 |
| logic | 0.218 | 0.223 | 4.53 |
| clock network | 0.877 | 0.618 | 0.866 |
## per-stage QoR
stage                     utilization  setup slack (ns)  std cells  hold WS (ns)
after floorplan                     -              6.89       1688          2.92
after global placement          0.544              4.88       2370          3.70
after detailed placement        0.544              4.88       2370          3.73
after CTS                       0.577              4.87       2469          3.09
after global routing            0.577              4.67       2469          3.13
final                           0.577              4.96       2471          3.09
## path summary, 6_finish.rpt
| kind | cells past startpoint | start | slack (ns) | to |
|---|---|---|---|---|
| max | 7 | add2[0] | 4.96 | dataout2[6] |
| min | 2 | datain[25] | 3.09 | regfile[11][25]$_SDFFCE_PN0P_ |
## cells by family (layout without fill, tap and decap cells)
| kind of cell | Yosys count | count (layout) | synth area share |
|---|---|---|---|
| compound gates | 140 | 140 | 0.0385 |
| buf+inv | 169 | 262 | 0.0262 |
| flops | 512 | 512 | 0.580 |
| mux | 256 | 256 | 0.217 |
| other cells | 0 | 2 | 0 |
| simple gates | 611 | 611 | 0.139 |
## synth_stat cells
master,number
sky130_fd_sc_hd__nor2b_1,4
sky130_fd_sc_hd__nand2b_1,6
sky130_fd_sc_hd__nand4b_1,1
sky130_fd_sc_hd__nor3_2,3
sky130_fd_sc_hd__nand4bb_1,2
sky130_fd_sc_hd__or4b_1,1
sky130_fd_sc_hd__mux4_2,256
sky130_fd_sc_hd__buf_4,3
sky130_fd_sc_hd__and2_1,514
sky130_fd_sc_hd__o21ai_0,12
sky130_fd_sc_hd__nor2_1,11
sky130_fd_sc_hd__nor2_4,1
sky130_fd_sc_hd__buf_2,27
sky130_fd_sc_hd__a22oi_1,128
sky130_fd_sc_hd__clkbuf_2,12
sky130_fd_sc_hd__buf_1,2
sky130_fd_sc_hd__nand2_1,65
sky130_fd_sc_hd__nor3_4,1
sky130_fd_sc_hd__clkbuf_1,125
sky130_fd_sc_hd__nor2_2,2
sky130_fd_sc_hd__edfxtp_1,512
## critical path, stage by stage
cell and delay, ns:
sky130_fd_sc_hd__buf_8 0.43, sky130_fd_sc_hd__buf_4 0.64, sky130_fd_sc_hd__buf_4 0.64, sky130_fd_sc_hd__mux4_2 0.57
sky130_fd_sc_hd__a22oi_1 0.20, sky130_fd_sc_hd__nand2_1 0.21, sky130_fd_sc_hd__clkdlybuf4s50_1 0.47
No activity file was given, so power comes from the tool's default toggle rates.
